==> flow/design.v <==
`timescale 1ns / 1ps
module Data_Memory(clk,rst,MemWrite,MemRead,Address,write_data,Read_Data);
input clk,rst,MemWrite, MemRead;
input [31:0] Address, write_data;
output [31:0] Read_Data;
reg [31:0] Dmemory[63:0];
assign Read_Data = (MemRead) ? Dmemory[Address] : 32'h0; 
integer k;
always @(posedge clk)
begin
if(rst == 1'b1)
begin
for(k=0; k<64;k=k+1)
begin
Dmemory[k]=32'h0;
end
end
else
if(MemWrite) 
Dmemory[Address] = write_data;
end
endmodule
==> flow/run.sh <==
#!/bin/bash
# OpenROAD 26Q1-2900-gdf79404cd8, Yosys 0.63+post, stock flow scripts
make -C /OpenROAD-flow-scripts/flow DESIGN_CONFIG=/design/flow/config.mk WORK_HOME=/design/flow/orfs finish
==> flow/config.mk <==
export PLATFORM = sky130hd
export DESIGN_NAME = Data_Memory
export DESIGN_NICKNAME = Data_Memory
export VERILOG_FILES = /design/flow/design.v
export SDC_FILE = /design/flow/constraint.sdc
export NUM_CORES = 4
export LEC_CHECK = 1
export CORE_UTILIZATION = 40
==> flow/constraint.sdc <==
current_design Data_Memory

set clk_period 67.4
set clk_io_pct 0.2

create_clock -name clk0 -period $clk_period [get_ports {clk}]

set non_clock_inputs [all_inputs -no_clocks]
set_input_delay [expr $clk_period * $clk_io_pct] -clock clk0 $non_clock_inputs
set_output_delay [expr $clk_period * $clk_io_pct] -clock clk0 [all_outputs]
==> COMMIT_EDITMSG <==
Update PnR metrics after Yosys + OpenROAD run

- Wire length after detailed routing: 304000 um
- Layout filler cell count: 20400
- The initial antenna violation count came to 7.
- Sorting the synthesis cell report by count puts at the top sky130_fd_sc_hd__and2_1.
- Number of different library cells in the post-synthesis netlist: 70
- The region available for standard cell placement spans 236000 um2.
* Setup WS pre-CTS: 34960 ps
- Chip area estimate from yosys synthesis: 95400 um2
* Number of cells on the worst hold path: 2
* Reg clk slew, reported paths: 60 ps
- Effective utilization at floorplan: 0.404
- Estimated wirelength of the detail-placed design: 178000 um
- Seq cells post-synth: 2048
- Per Yosys stat, the portion of area used by sequential elements is 0.645.
* Destination of the worst hold path: Dmemory[1][3]
- Worst Hold Slack: 13090 ps
- Clock Sink Count: 2048
- The script computed a power per unit cell area of 26.7 nW/um2.
* Clock H-tree levels: 4
- Fraction of synthesis flops using an asynchronous set or reset pin: 0
- The area growth from synthesis to layout is 10.8%.
* Total I/O pin count: 100
- Switching portion of total power: 0.236
- Counting the warning lines in the Yosys log gives 1.
- The final report lists the setup-violating endpoint count as 0.
- Syn Inst Count: 7222
* Kind of start point of the critical path: primary input
- Main synth FF type: sky130_fd_sc_hd__edfxtp_1
* Reported leakage power: 0.0362 uW
* Number of flip-flops under the largest register name: 2048
* Crit path DAT: 19000 ps
* Worst min-delay path category: primary input to flop
* Share of cells above drive strength 1: 0.137
* Vertical extent of the die: 490 um
- Violation tally from detailed-route iteration zero: 3911
* Area share, top type: 0.645
* Buffer count from post-CTS setup fixing: 0
- Timing would allow up to 30.8 MHz.
* RSZ-0062 raised after global routing: no
- The power report attributes to the combinational group a share of 0.079.
- Buffers placed on the I/O ports in this run total 73.
* CTS Hold Buffers Added: 0
- The pre-antenna-repair detailed-routing pass consisted of 7 iterations.
- The commonest cells after synthesis are sky130_fd_sc_hd__and2_1 (2054), sky130_fd_sc_hd__edfxtp_1 (2048), sky130_fd_sc_hd__clkbuf_1 (512).
- Internal power contribution: 2160 uW
- The final timing summary puts the cycle share of the worst path at 0.482.
- Number of placement rows: 178
* Final setup TNS: 0 ps
- Part of the total power dissipated in the clock network: 0.397
- Across every metal layer, demand over resource in global routing totals 0.272.
- EDFF count, synth: 2048
* Wire length of the first global-routing pass: 435000 um
- The share of total power dissipated in sequential elements is 0.524.
- After detailed routing, the number of remaining DRC violations is 0.
* Max Cap Violations: 0
- Hold path start: write_data[3]
- The congestion estimate from routability-driven global placement came to 0.934.
- WS Path Type: primary input to output port
* Biggest fanout along the worst timing path: 73
- Per the synthesis report, the dominant area consumer among library cells is sky130_fd_sc_hd__edfxtp_1.
- Final number of hold-violating endpoints: 0
- Worst Tran Pin Value: 1100 ps
* Total die size: 240000 um2
- The routed design shows a via density per instance of 5.66.
- Outcome: completed
- The analysis reports a worst IR drop on VDD of 26.5 uV.
- Synthesized area per cell: 13.2 um2
* Cell Area, Synth: 95400 um2
- Normalized max-slew margin: 0.266
- Per the detail_route report, the via count comes to 58600.
- In the final report, the number of pins over their slew limit comes to 0.
- For this sky-water flow run, the detailed-routed wirelength per cell is reported as 29.4 um.
- Pin count of the biggest net entering global routing: 102
- For this run, the share of the core covered by cells in the final layout is 0.447.
- For this run the aggregate overflow at the end of global routing stands at 0.
- Gates resized during post-CTS repair numbered 0.
- The via count of the first global-routing pass is 60300.
* Buffer depth of the longest clock path: 3
- Per the post-route antenna check, the number of violating nets is 0.
- The stage logs contain a warning count of 55.
- The analysis attributes to net switching a power of 666 uW.
* Ranking of synthesized cells by area: sky130_fd_sc_hd__edfxtp_1 (64%), sky130_fd_sc_hd__and2_1 (13%), sky130_fd_sc_hd__a221oi_1 (2.1%)
* Clock period minus worst slack: 32480 ps
- Number of standard cells reported by yosys: 7222
- Clock Tree Root: sky130_fd_sc_hd__clkbuf_16
* Die Span X: 490 um
- Setup slack of the critical path after layout: 34920 ps
* Worst EP required: 53920 ps
- The worst setup path is captured at an output port.
- The CTS report gives the tree buffer count as 208.
- TritonCTS clock tree: done
==> final cells by class <==
type                       instances  area (um2)  share of cell area
timing repair buffer             403        3100              0.0294
multi-input combinational       4364       30600               0.289
antenna                            4        10.0           0.0000948
tap                             3150        3940              0.0373
inverter                           5        26.3            0.000249
clock buffer                     256        5470              0.0518
clock inverter                   121        1020             0.00965
sequential                      2048       61500               0.582
==> power by group through the flow <==
stage	sequential [uW]	combinational [uW]	clock (uW)
finish	1480	222	1120
global route	1490	234	1180
CTS	1480	220	1130
==> through the flow <==
stage / instance area (um2) / cells / power [uW]
floorplan: 95400 / 7222 / 1620
global placement: 99100 / 9970 / 1720
detailed placement: 99100 / 9970 / 1730
CTS: 106000 / 10300 / 2830
global route: 106000 / 10300 / 2900
finish: 106000 / 10400 / 2820
==> logic make-up after synthesis <==
family                 after synthesis  synth area share
buffers and inverters              810            0.0370
multiplexers                       308            0.0392
AND-OR/OR-AND                     1161            0.0889
AND/OR/NAND/NOR                   2895             0.190
flip-flops                        2048             0.645
==> worst max-delay path by stage <==
stage                       from            end  slack (ps)
after global routing  Address[2]  Read_Data[23]       34790
after CTS             Address[2]  Read_Data[23]       34930
final                 Address[2]  Read_Data[23]       34920
==> cell usage in the layout (no fill, tap or decap), drive strengths merged, types with 16 or more instances in the layout <==
| cell | Yosys | layout |
|---|---|---|
| a221oi | 227 | 227 |
| nor4 | 16 | 16 |
| o221ai | 44 | 44 |
| mux2 | 105 | 105 |
| nand3b | 153 | 153 |
| mux4 | 42 | 42 |
| o22a | 28 | 28 |
| nand3 | 38 | 38 |
| nor3b | 87 | 87 |
| mux2i | 161 | 161 |
| edfxtp | 2048 | 2048 |
| o2111ai | 27 | 27 |
| and3b | 20 | 20 |
| a22oi | 243 | 243 |
| nand2b | 44 | 44 |
| clkinv | 0 | 92 |
| o22ai | 38 | 38 |
| or3b | 22 | 22 |
| o211ai | 59 | 59 |
| a41oi | 31 | 31 |
| and2 | 2054 | 2054 |
| a21o | 28 | 28 |
| buf | 267 | 368 |
| nor2 | 135 | 135 |
| a2111oi | 18 | 18 |
| or2 | 78 | 78 |
| a22o | 42 | 42 |
| a21oi | 171 | 171 |
| o21ai | 147 | 147 |
| clkbuf | 538 | 256 |
| nand2 | 93 | 93 |
| and3 | 99 | 99 |
| clkdlybuf4s50 | 0 | 35 |
==> layer usage <==
metal / vias up / track usage / routed length [um]
met5: - / 0.00992 / 276
met2: 3184 / 0.389 / 136000
met4: 12 / 0.107 / 15200
met3: 571 / 0.186 / 48900
li1: 26200 / - / -
met1: 28700 / 0.329 / 104000
==> critical path: stages <==
cell and delay [ps]:
sky130_fd_sc_hd__buf_8 250, sky130_fd_sc_hd__buf_4 670, sky130_fd_sc_hd__buf_4 640, sky130_fd_sc_hd__buf_4 660, sky130_fd_sc_hd__buf_4 630, sky130_fd_sc_hd__nor3b_4 280
sky130_fd_sc_hd__buf_4 430, sky130_fd_sc_hd__a22oi_1 130, sky130_fd_sc_hd__a21oi_1 230, sky130_fd_sc_hd__o21bai_1 110, sky130_fd_sc_hd__a41oi_1 660, sky130_fd_sc_hd__clkdlybuf4s50_1 650
No activity file was given, so power comes from the tool's default toggle rates.

**design/flow/config.mk**
```make
export PLATFORM = sky130hd
export DESIGN_NAME = ALU_
export DESIGN_NICKNAME = ALU_
export VERILOG_FILES = /design/flow/design.v
export SDC_FILE = /design/flow/constraint.sdc
export NUM_CORES = 4
export LEC_CHECK = 1
export CORE_UTILIZATION = 30
```
**design/flow/constraint.sdc**
```tcl
current_design ALU_

set clk_period 20.4
set clk_io_pct 0.2

create_clock -name clk0 -period $clk_period

set non_clock_inputs [all_inputs -no_clocks]
set_input_delay [expr $clk_period * $clk_io_pct] -clock clk0 $non_clock_inputs
set_output_delay [expr $clk_period * $clk_io_pct] -clock clk0 [all_outputs]
```
**design/flow/design.v**
```verilog
`timescale 1ns / 1ps
module ALU_(A,B,zero,ALUControl_in,ALU_result);
input [31:0] A,B;
input [3:0] ALUControl_in;
output reg [31:0] ALU_result;
output reg zero;
always @(*)
begin
case(ALUControl_in)
4'b0000 : begin zero<= 0; ALU_result <= A&B; end
4'b0001 : begin zero<= 0; ALU_result <= A|B; end
4'b0010 : begin zero<= 0; ALU_result <= A+B; end
4'b0110 : begin zero<= 0; ALU_result <= A-B; end
default : begin zero<=0; ALU_result <=A;end
endcase
end
endmodule
```
**design/flow/run.sh**
```bash
#!/bin/bash
# OpenROAD 26Q1-2900-gdf79404cd8, Yosys 0.63+post, stock flow scripts
make -C /OpenROAD-flow-scripts/flow DESIGN_CONFIG=/design/flow/config.mk WORK_HOME=/design/flow/orfs finish
```
==> notes.md <==
Main metrics from the flow reports.

The flow ran to the end, and the final reports show no timing, DRC or antenna violations. The power share of the clock group came out at 0. In this run, the number of DRC markers left after iteration 0 of detailed routing was 171. In the global route stage, overall resource usage came out at 0.1929. The number of nets with antenna violations after routing came out at 0. Per the detail_route report, DRC violations left total 0. The final count of hold timing violations came out at 0. Summed over all instances, the cell type with the most area after synthesis is ha_1.

The number of global-route vias before repair is 3536. The die boundary height is 105.1 um. The count of instantiated cells in the yosys netlist is 467. The area of the synthesized netlist per yosys stat is 3189 sq um. The post-route cell area came out at 4284 sq um.

The global-route wire length before repair came out at 17.36 mm. The maximum single-stage delay on the critical path came out at 660 ps. In this run the cell area of the synthesized design comes to 3189 sq um.

Total power normalized to cell area comes to 29.57 nW/um^2. Setup repair after global routing left no endpoint under its margin. The number of distinct library cells after synthesis came out at 54. The data arrival at the endpoint of the critical path came out at 9090 ps. The count of pins on the block boundary came out at 101.

The final cell count without fillers came out at 677. The achievable clock frequency came out at about 76 MHz. The quantity of gates resized following cts is 0.

Headroom to the max-slew limit came out at 0.4878. The area share of the leading cell type in the synthesized netlist is 0.1334. The data required time of the worst path is 16320 ps. The floorplan has 37 rows. The worst supply voltage drop on vdd is 0.01109 mV. For this run, the share of the core covered by cells in the final layout is 0.4150. The final RePlAce weighted congestion is approximately 0.96. The tally of buffers added on design ports is roughly 100. The post-layout period usage of the worst path is 0.6455. Across the run, the number of max-cap violations was 0.

STA lists the startpoint of the worst hold path as A[22]. The worst path needs 13170 ps of the cycle, external delays included. The buffers inserted during post-CTS setup optimization came out at 0. The sequential fraction of design power came out at 0. The layout report lists the combined flip-flop and latch area as 0 sq um. After technology mapping, the gate count stands at 467. The clock buffer count is 0.

The per-instance average area after synthesis is ~7 sq um. The initial antenna violation count came out at 0. The ratio of routed vias to standard cells came out at roughly 5.5.

The number of buffers inserted for hold repair after clock tree synthesis is 0. Of the cells placed in the final design, the portion with a size suffix greater than 1 is 0.02588. The remaining global-route overflow is 0.

The setup TNS is 0 ps. The net switching power is between 60 and 70 uW. The post-placement cell count is 677. The slew at the pin closest to its max-slew limit is 766.4 ps. According to the cell report, flip-flops and latches in the layout number 0.

The per-cell routed wire length came out at 15.23 um. Of all nets on the critical path, the largest fanout is 8. The total routed wire length on the met1 layer is between 5 and 6 mm. The first-pass iteration count of the detailed router came out at 5.

The proportion of power drawn by combinational gates came out at 1.000. The placed instance area came out at 4284 sq um. The internal cell power is ~64 uW. The routed design has about 10 mm of wire. The floorplan core density came out at 0.3089. The switching part of the total is 0.4933. The die footprint came out at 11050 sq um. The sequential fraction of the synthesis area came out at 0. The synthesis warning total is 1. The source of the critical timing path is B[12].

The met2 wirelength from detailed routing came out at 4.641 mm. In the post-synthesis netlist, the biggest area contributors are ha_1 (13%), xor2_1 (9.1%), o21ai_0 (7.8%). The via count came out at 3700. The worst min-delay path class is input pin to output port. The total setup violations reported at the end of the flow is 0. The largest net degree at the start of global routing is 34.

The leakage power summed over all cells came out at 0.001680 uW. Across all stage logs, warnings added up to 34. The critical path is of the input pin to output port type.

Listed in order, past its start point the critical path passes clkdlybuf4s50_1 > or4_4 > or4_4 > or4_2 > o31ai_1 > xor2_1 > ha_1 > a21oi_1 > o21bai_1 > a21oi_1 > o22a_1 > and3_1 > mux2_2 > o21ai_2 > clkdlybuf4s50_1. The slowest stage of the critical path is the or4_2 cell. The detailed router used layers up to and including met4. The instance count along the most critical hold path came out at 4. STA classifies the critical path endpoint as an output port. The number of pins with negative max-slew slack in the final report is 0. STA classifies the critical path startpoint as an input pin. The total antenna diodes in the routed design came out at 0. The layout overhead on the synthesized area is 34.33%. The width of the chip is 105.1 um. The post-detailed-placement half-perimeter wirelength came out at between 8 and 9 mm.

Detailed routing placed a total of 562 um of wire on met3. The total core area is slightly above 10000 sq um.
kinds of logic after synthesis:
group           synth area share
fa+ha+maj                 0.2150
xor+xnor                  0.1565
compound gates            0.3770
mux                     0.009808
buf+inv                  0.05335
simple gates              0.1871
other cells             0.001176
power by group through the flow:
stage     Clock, uW  Combinational (uW)  Sequential [uW]
4_1_cts           0                 127                0
5_1_grt           0                 142                0
6_report          0                 127                0
layout by cell type, fill, tap and decap left out, types with 15 or more instances in the layout:
cell             Yosys  routed
a21o_1              15      15
a21oi_1             37      37
a22oi_1             22      22
clkdlybuf4s50_1      0     100
ha_1                34      34
maj3_1              24      24
nand2_1             36      36
nor2_1              27      26
o21ai_0             50      50
xnor2_1             24      24
xor2_1              33      33
cell type report:
| type | instances | area, sq um |
|---|---|---|
| fillers | 1059 | 6040 |
| repair buffers | 105 | 1039 |
| well taps | 136 | 170.2 |
| multi-input cells | 423 | 3027 |
| inverters | 13 | 48.80 |
path summary, 6_finish.rpt:
kind | to
setup / recovery | ALU_result[31]
hold / removal | ALU_result[22]
worst max-delay path, delay by kind of cell:
family          cells  cell delay (ps)
simple gates        4             1980
compound gates      6             1140
buf+inv             2              990
mux                 1              370
fa+ha+maj           1              340
xor+xnor            1              190
cells in the mapped netlist (all sizes together), types with 2 or more instances:
cell type   n
a211oi      4
a21o       15
a21oi      37
a221o       5
a221oi      2
a22oi      22
a31oi       8
a41o        2
and3        4
buf         2
clkbuf     29
ha         34
inv        13
maj3       24
mux2i       2
nand2      36
nand2b      7
nand3       9
nand3b      2
nand4       6
nor2       27
nor3        8
nor4        5
nor4b       2
o211ai      6
o21a        2
o21ai      51
o21bai      8
o31ai      11
o41ai       4
or3         3
or4         6
xnor2      24
xor2       33
routing by layer:
layer	up-vias	track usage
met5	-	0
met4	0	0.01710
met3	6	0.01525
met2	114	0.3202
met1	1660	0.2823
li1	1920	-
metrics by stage:
stage,setup WS (ps),hold slack [ps],total power [uW]
3_5_place_dp,7282,9208,126.4
4_1_cts,7235,9213,127.3
6_report,7233,9213,126.7
3_3_place_gp,7319,9210,126.4
5_1_grt,6751,9244,141.9
2_1_floorplan,8493,8235,76.87
No activity file was given, so power comes from the tool's default toggle rates.

--- ./config.mk ---
export PLATFORM = sky130hd
export DESIGN_NAME = Program_Counter
export DESIGN_NICKNAME = Program_Counter
export VERILOG_FILES = /design/flow/design.v
export SDC_FILE = /design/flow/constraint.sdc
export NUM_CORES = 4
export LEC_CHECK = 1
export CORE_AREA = 10 10 82 82
export DIE_AREA = 0 0 92 92
--- ./run.sh ---
#!/bin/bash
# OpenROAD 26Q1-2900-gdf79404cd8, Yosys 0.63+post, stock flow scripts
make -C /OpenROAD-flow-scripts/flow DESIGN_CONFIG=/design/flow/config.mk WORK_HOME=/design/flow/orfs finish
--- ./constraint.sdc ---
current_design Program_Counter

set clk_period 1.0
set clk_io_pct 0.2

create_clock -name clk0 -period $clk_period [get_ports {clk}]

set non_clock_inputs [all_inputs -no_clocks]
set_input_delay [expr $clk_period * $clk_io_pct] -clock clk0 $non_clock_inputs
set_output_delay [expr $clk_period * $clk_io_pct] -clock clk0 [all_outputs]
--- ./design.v ---
`timescale 1ns / 1ps
module Program_Counter(clk,rst,PC_IN,PC_OUT);
input clk,rst;
input [31:0]PC_IN;
output reg [31:0] PC_OUT;
always @(posedge clk)
begin
if(rst)
PC_OUT <= 32'h00000000; 
else
PC_OUT<=PC_IN; 
end
endmodule
==> impl_metrics.ini <==
; yosys + openroad results
[run_status]
status = finished, final reports clean

[layout]
reg_top3 = PC_OUT: 32 flops
area.combinational_um2 = 200
flop_area_um2 = 656
largest_register_ffs = 32
nFillCells = 542
fin_cells = 209
drive_above_1_share_pct = 23.0
area_growth_pct = 91.3
fin_area_mm2 = 0.00165
final_core_util_pct = 32.5
top_register = PC_OUT
lay_top_cells = clkdlybuf4s50_1 (33), nor2b_1 (32), clkdlybuf4s15_1 (22), dfxtp_1 (20), dfxtp_2 (12)
layout_top_cell = clkdlybuf4s50_1

[sta]
relSlewSlack_pct = 89.6
rsz0062_at_grt = no
fin_ws_ns = 0.0328
setup_tns_ns = 0
setup_viol_count_final = 0
finalHoldViolations = 0
final.min_clock_period_ns = 0.967
finalMaxSlewViolations = 0
worstMarginPinSlew_ns = 0.155
finalClockPeriodUsage_pct = 96.7
max_freq_mhz = 1030

[power_and_ir_drop]
p_leak_nw = 0.674
clkPwrFrac_pct = 37.9
p_sw_mw = 0.518
swShare_pct = 19.7
internal_power_mw = 2.11
p_seq_share_pct = 51.9
powerDensity_mw_per_mm2 = 1590
max-vdd-ir-drop_mv = 0.490
combPwrFrac_pct = 10.2

[global_route]
grt_max_degree = 17
grt_pass1_wl_um = 3640
grt_pass1_vias = 697
grt_antenna_before_repair = 0
grt_usage_pct = 5.48
grt_overflow = 0

[synthesis]
ys_cells = 67
synth-seq-area-share_pct = 74.2
synthCells = 67
netlist_area_um2 = 863
numSynthFlops = 32
yosys_warnings = 1
avgSynthCellArea_um2 = 12.9
ys_types = 3
synth_chip_area_um2 = 863

[placed_design]
io_buffers = 65
dp_cells = 201
placed_cell_area_mm2 = 0.00159
dp_slack_ns = -0.0922
globalplace.congestion = 0.680

[worst_setup_path]
worstSetupPathType = flip-flop to primary output
critPathBufInv = 1
critPathCaptureType = primary output
worst-endpoint-required_ns = 0.80
critPathArrivalTime_ns = 0.77
worstPathCellList = clkdlybuf4s15_1
max_stage_delay_ns = 0.31
cp_top_family = flip-flops
crit_slowest_cell = dfxtp_1
path_max_fanout = 1
critPathLaunchType = flip-flop

[route]
drc = 0
detail-route-antenna-nets = 0
drt_wl_total_um = 2450
wl_met3_um = 368
wl_met2_um = 1040
dr.pass1.iters = 2
routed.top_layer = met4
via_per_inst = 3.18
wl_met1_um = 970
wl_per_cell_um = 11.7
antenna_cells = 0
drtIter0Drc = 6
vias = 664

[floorplanning]
rows = 26
core_util_floorplan_pct = 17.0
die_area_mm2 = 0.00846
pin_count = 66
die.size.y_um = 92
core_mm2 = 0.00507
die_width_um = 92

[job]
max_cap_viol_count = 0
log.warning_count = 25

[clock_network]
cts_hold_buf = 0
clk_pin_slew_ns = 0.07
tritoncts = yes
cts.sinks = 32
clockBufferDepth = 2
root_buffer = clkbuf_8
cts-buffers-inserted = 5
cts.htree.levels = 2

[min_path]
hold_path.class = input pin to flip-flop
==> routing by layer <==
layer	vias to the layer above	GRT usage, %
met5	-	0
met4	0	1.41
met3	6	4.20
met2	44	8.53
met1	273	5.71
li1	341	-
==> final cells by class <==
type | count | share of cell area (%)
flip-flops and latches | 32 | 39.7
clock inverters | 2 | 0.606
multi-input cells | 32 | 12.1
clock buffers | 6 | 5.00
repair buffers | 67 | 37.3
well taps | 70 | 5.30
==> worst paths after layout <==
check | depth (start not counted) | endpoint | from
max | 1 | PC_OUT[20] | PC_OUT[20]
min | 2 | PC_OUT[18] | PC_IN[18]
==> through the flow <==
step / power (mW) / hold WS [ns]
3_5_place_dp: 1.71 / 0.760
5_1_grt: 2.76 / 0.453
2_1_floorplan: 1.43 / 0.272
4_1_cts: 2.70 / 0.454
6_report: 2.63 / 0.464
3_3_place_gp: 1.70 / 0.759
==> logic make-up after synthesis <==
logic type             share of synthesized area (%)
flip-flops                                      74.2
AND/OR/NAND/NOR                                 23.2
buffers and inverters                           2.61
==> power by group through the flow <==
| stage | sequential (mW) | clock [mW] | combinational (mW) |
|---|---|---|---|
| after CTS | 1.36 | 1.05 | 0.288 |
| after global routing | 1.37 | 1.10 | 0.296 |
| final | 1.36 | 0.994 | 0.268 |
==> cells in the mapped netlist <==
cell type | n | area (µm²)
dfxtp_1 | 32 | 641
nor2b_1 | 32 | 200
buf_4 | 3 | 22.5
==> timing repair <==
action | in CTS | in global routing
setup endpoints to repair | 32 | 13
gates resized | 67 | 19
buffers inserted | 0 | 0
Power figures rest on the tool's default switching activity, not on a simulated workload.
